**/design/flow/config.mk**
```make
export PLATFORM = sky130hd
export DESIGN_NAME = sevenseg
export DESIGN_NICKNAME = sevenseg
export VERILOG_FILES = /design/flow/design.v
export SDC_FILE = /design/flow/constraint.sdc
export NUM_CORES = 4
export LEC_CHECK = 1
export CORE_AREA = 10 10 70 70
export DIE_AREA = 0 0 80 80
```
**/design/flow/constraint.sdc**
```tcl
current_design sevenseg

set clk_period 1.1
set clk_io_pct 0.2

create_clock -name clk0 -period $clk_period

set non_clock_inputs [all_inputs -no_clocks]
set_input_delay [expr $clk_period * $clk_io_pct] -clock clk0 $non_clock_inputs
set_output_delay [expr $clk_period * $clk_io_pct] -clock clk0 [all_outputs]
```
**/design/flow/design.v**
```verilog
module sevenseg (input  logic [3:0] s,
                 output logic [6:0] seg);
    always_comb begin
        case (s)
            4'b0000: seg = 7'b1000000;  
            4'b0001: seg = 7'b1111001;  
            4'b0010: seg = 7'b0100100;  
            4'b0011: seg = 7'b0110000;  
            4'b0100: seg = 7'b0011001;  
            4'b0101: seg = 7'b0010010;  
            4'b0110: seg = 7'b0000010;  
            4'b0111: seg = 7'b1111000;  
            4'b1000: seg = 7'b0000000;  
            4'b1001: seg = 7'b0011000;  
            4'b1010: seg = 7'b0001000;  
            4'b1011: seg = 7'b0000011;  
            4'b1100: seg = 7'b1000110;  
            4'b1101: seg = 7'b0100001;  
            4'b1110: seg = 7'b0000110;  
            4'b1111: seg = 7'b0001110;  
            default: seg = 7'b1111111;  
        endcase
    end
endmodule
```
**/design/flow/run.sh**
```bash
#!/bin/bash
# OpenROAD 26Q1-2900-gdf79404cd8, Yosys 0.63+post, stock flow scripts
make -C /OpenROAD-flow-scripts/flow DESIGN_CONFIG=/design/flow/config.mk WORK_HOME=/design/flow/orfs finish
```
==> results_slide.txt <==
Implementation Results

Setup path
  • CP Max Fanout: 3
  • Crit path arrival time: 1.17 ns
  • Data required, critical path: 0.88 ns
  • WS Path Type: input pin to output port
  • Startpoint class of the critical path: input pin
  • CP endpoint kind: output port

Routing
  • # DRC: 0
  • Vias/cell: 3.22
  • Final wirelength: 1.11 mm
  • WL/cell: 10.8 µm
  • Antenna Violating Nets Remaining: 0
  • DRT iter0 DRCs: 2
  • DR vias: 328
  • Router iterations before antenna repair: 3
  • Antenna Cells: 0

Finish
  • Layout cells sized above 1: 80.4%
  • Synth-to-layout area growth: 152%
  • Clock buffers: 0
  • Seq_cells: 0
  • Register area: 0 µm²

Synthesis
  • Yosys top cell by area: ha_1
  • Area leader share: 29.4%
  • Yosys cell types: 19
  • Post-synthesis cell count: 34
  • Yosys top cell by instances: ha_1
  • Simple-Gate Area Share: 21.1%
  • YS chip area: 255 µm²
  • Synth area leaders: ha_1 29%, mux2i_1 12%, a22o_1 6.9%, o21ai_0 5.9%, nand2b_1 4.9%
  • Xor/xnor share: 0%
  • Yosys warnings: 1
  • Top post-synthesis cells by count: 6 x ha_1, 3 x inv_1, 3 x mux2i_1, 3 x nor2_1, 3 x o21ai_0
  • Syn_area_per_cell: 7.51 µm²
  • Yosys cell count: 34
  • Synthesized area: 255 µm²
  • Comb area leader: adder cells
  • Fa+ha+maj area frac: 29.4%
  • Seq/Total Area, Yosys: 0%
  • Yosys aoi share: 23.0%
  • Synth mux share: 16.2%

Pwr
  • Power Total: 0.234 mW
  • Comb power frac: 100.0%
  • Switching portion of total power: 43.0%
  • P_sw: 0.101 mW
  • Pwr dens: 364 mW/mm²
  • Worst vdd ir: 0.000208 V
  • Int Power: 0.133 mW
  • Clock share of power: 0%
  • Seq pwr share: 0%
  • Leakage: 0.274 nW

Timing
  • Endpoints failing setup: 7
  • Tcrit/Tclk final: 126%
  • Final Hold Fails: 0
  • Setup WS post-layout: -0.286 ns
  • Least-Margin Pin Slew: 0.223 ns
  • Final Max Tran Viols: 0
  • Fmax: 722 MHz
  • Unrepaired setup endpoints after global routing: yes
  • Final hold slack: 0.890 ns
  • Tmin final: 1.39 ns
  • Rel. slew slack: 85.0%

Place
  • Port Buf Inserts: 11
  • GPL Wtd Cong: 0.776
  • Hpwl dp: 709 µm

Worst hold path
  • Hold Path Class: input pin to output port

Floorplanning
  • Chip area: 0.00640 mm²
  • FP Core Util: 7.47%
  • Standard-cell rows: 21
  • Placeable Area: 0.00342 mm²
  • IO Pins: 11
  • Die Span X: 80 µm
  • Die Y: 80 µm

Global route
  • Overall routing resource usage: 3.30%
  • Initial antenna violation count: 0
  • GR Overflow Total: 0
  • Largest net degree at the start of global routing: 9
  • Global-route wire length before repair: 1.75 mm
  • Vias in the first global route: 375

Job
  • MaxCap Viol Count: 0
  • Tool Warnings: 40

Run status
  • Outcome: finished, violations left
  • Failing checks: setup timing

Clock network
  • CTS Hold Buffers Added: 0
## area by class of cell
type                       instances  area, µm²
fill                             387       2770
tap                               46       57.6
timing repair buffer              24        213
inverter                           3       23.8
multi-input combinational         29        349
## metal layers
metal  GRT usage (%)  up-vias  part of all wire [%]
li1                -      166                     -
met1            4.75      151                    55
met5               0        -                     0
met2            4.90       11                    38
met3            1.14        0                   7.1
met4               0        0                     0
## critical path: stages
cell and delay [ns]:
buf_12 0.11, buf_8 0.12, ha_4 0.16, mux2_2 0.25, a22o_1 0.19, buf_2 0.11
## power by group through the flow
| stage | sequential [mW] | combinational [mW] | clock, mW |
|---|---|---|---|
| final | 0 | 0.234 | 0 |
| after global routing | 0 | 0.255 | 0 |
| after CTS | 0 | 0.208 | 0 |
## layout by cell type, fill, tap and decap left out
master           count
a21oi_2              1
a22o_1               2
a32o_2               1
buf_12               1
buf_2                5
buf_4                9
buf_6                4
buf_8                2
clkbuf_2             1
clkdlybuf4s15_2      1
dlygate4sd2_1        1
ha_2                 1
ha_4                 5
inv_1                1
inv_6                1
inv_8                1
mux2_2               1
mux2i_1              2
mux2i_2              1
nand2_1              1
nand2b_4             2
nand3_2              1
nor2_1               1
nor2_2               2
nor2_4               1
nor2b_1              1
o21ai_0              1
o21ai_1              1
o21ai_2              2
o22ai_2              1
or3b_4               1
## path summary, 6_finish.rpt
check,startpoint,slack [ns],to,cells after the start
setup / recovery,s[0],-0.29,seg[6],6
hold / removal,s[3],0.89,seg[2],4
## per-stage QoR
step / instance area, µm² / worst slack (ns) / TNS, ns / std cells / utilization, %
2_1_floorplan: 268 / -0.00318 / -0.00318 / 34 / -
3_5_place_dp: 465 / -1.14 / -7.53 / 95 / 13.6
6_report: 643 / -0.286 / -1.33 / 102 / 18.8
3_3_place_gp: 465 / -1.10 / -7.30 / 95 / 13.6
5_1_grt: 643 / -0.329 / -1.59 / 102 / 18.8
4_1_cts: 607 / -0.294 / -1.64 / 101 / 17.8
## what timing repair did
item                       4_1_cts  5_1_grt
resized                         64       15
setup endpoints to repair        7        7
pin swaps                        7        9
buffers inserted                 5        1
gates cloned                     1        0
## kinds of logic (layout without fill, tap and decap cells)
group / count (synthesis) / count (layout)
AND-OR/OR-AND: 9 / 9
adder cells (fa/ha/maj): 6 / 6
buffers and inverters: 5 / 27
multiplexers: 4 / 4
AND/OR/NAND/NOR: 10 / 10
Power is estimated from default activity; no workload was simulated.
